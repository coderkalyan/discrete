File: /design/flow/config.mk
export PLATFORM = sky130hd
export DESIGN_NAME = shifter
export DESIGN_NICKNAME = shifter
export VERILOG_FILES = /design/flow/design.v
export SDC_FILE = /design/flow/constraint.sdc
export NUM_CORES = 4
export LEC_CHECK = 1
export CORE_AREA = 10 10 111 111
export DIE_AREA = 0 0 121 121
File: /design/flow/constraint.sdc
current_design shifter

set clk_period 5.9
set clk_io_pct 0.2

create_clock -name clk0 -period $clk_period [get_ports {i_clk}]

set non_clock_inputs [all_inputs -no_clocks]
set_input_delay [expr $clk_period * $clk_io_pct] -clock clk0 $non_clock_inputs
set_output_delay [expr $clk_period * $clk_io_pct] -clock clk0 [all_outputs]
File: /design/flow/design.v
`default_nettype none
module shifter (
    input  wire        i_clk,
    input  wire        i_rst_n,
    input  wire [31:0] i_op1,
    input  wire [4:0]  i_op2,
    input  wire        i_start,
    output wire [31:0] o_result,
    output wire        o_done
);
    reg [4:0] amount, next_amount;
    always @(*) begin
        next_amount = amount;
        if (i_start)
            next_amount = i_op2;
        else if (amount != 5'd0)
            next_amount = amount - 5'd1;
    end
    always @(posedge i_clk, negedge i_rst_n) begin
        if (!i_rst_n)
            amount <= 5'd0;
        else
            amount <= next_amount;
    end
    reg [31:0] result, next_result;
    always @(*) begin
        next_result = result;
        if (i_start)
            next_result = i_op1;
        else if (amount != 5'd0)
            next_result = {next_result[30:0], 1'b0};
    end
    always @(posedge i_clk, negedge i_rst_n) begin
        if (!i_rst_n)
            result <= 32'd0;
        else
            result <= next_result;
    end
    reg done;
    always @(posedge i_clk, negedge i_rst_n) begin
        if (!i_rst_n)
            done <= 1'b0;
        else
            done <= (i_start || (amount != 5'd0)) && (next_amount == 5'd0);
    end
    assign o_result = result;
    assign o_done = done;
endmodule
File: /design/flow/run.sh
#!/bin/bash
# OpenROAD 26Q1-2900-gdf79404cd8, Yosys 0.63+post, stock flow scripts
make -C /OpenROAD-flow-scripts/flow DESIGN_CONFIG=/design/flow/config.mk WORK_HOME=/design/flow/orfs finish
==> changes_impl.md <==
## Implementation

* Post-DP HPWL at 3840 µm
* Slew @ Worst Pin at around 0.70 ns
* Leakage power at between 0.001 and 0.0015 µW
* Cell Pwr Density at ~230 nW/µm²
* Parity-gate share of the synthesized area counting xor and xnor cells at 0.00945
* Setup_tns at 0 ns
* Worst-case clock buffer depth at 2
* Critical path endpoint category: flip-flop
* Number of post-CTS setup repair buffers at 0
* Post-synthesis chip area from yosys at 1850 µm²
* Average size of a mapped cell at around 11 µm²
* Horiz. Die Dim at 121 µm
* Number of cells in the design after placement at 370
* Wire length of the first global-routing pass at 8180 µm
* Post-detailed-route via-to-cell ratio at between 3 and 4
* Clk pin slew, worst setup/hold paths at 0.08 ns
* I/O Buffers at just over 70
* Mapped Cells at 173
* Number of global-route vias before repair at roughly 1,600
* Final setup violation count at 0
* Seq/Total Area, Yosys at 0.513
* Top cell type's share of synthesized area at 0.513
* Count of maximum capacitance violations at 0
* Combinational share of power at 0.230
* Number of synthesized register bits at 38
* Maximum number of pins on one net before global-route repair at 76
* Most frequent logic cell in the layout: sky130_fd_sc_hd__clkdlybuf4s50_1
* Fraction of final layout cells sized beyond drive strength 1 at 0.0697
* RePlAce Congestion at 0.755
* Number of buffers inserted during clock tree synthesis at 5
* Number of vias after detailed routing at ~1,500
* Flop pwr share at 0.499
* Pre-CTS WS at 3.06 ns
* Global-route total usage across every layer at 0.0672
* Yosys simple share at 0.117
* Portion of the clock cycle consumed by the worst path in the final layout at 0.429
* Setup ws final at roughly 3.4 ns
* Final worst path period need at ~2.5 ns
* Hold-fix buffer count after cts at 0
* Most area-consuming cells after synthesis: sky130_fd_sc_hd__dfrtp_1 (51%), sky130_fd_sc_hd__mux2i_1 (17%), sky130_fd_sc_hd__nand2_1 (7.3%), sky130_fd_sc_hd__o21ai_1 (7.3%), sky130_fd_sc_hd__buf_12 (3.2%)
* Remaining global-route overflow at 0
* Count of fill cells added during filler insertion at ~1,000
* Antenna diode count at 0
* Detailed Routing Iterations Pass 1 at 4
* Top-level port count at 73
* Max transition margin at 0.534
* Startpoint types: primary input
* Max-slew violation total from the final report at 0
* Number of warnings printed during yosys synthesis at 1
* Area fraction in compound gates after synthesis at 0.121
* CTS HTree Levels at 2
* Biggest combinational cell group after synthesis: multiplexers
* Wirelength, routed at between 5000 and 6000 µm
* Post-detailed-route wirelength per cell at between 10 and 15 µm
* RSZ-0062 raised after global routing: false
* Clock insertion delay at the later pin of the skew report at about 0.28 ns
* Arrival time reported for the critical path endpoint at 2.73 ns
* Die area at about 15,000 µm²
* Type of the worst setup path: primary input to flip-flop
* Fp_density at 0.188
* Finished Layout Cells at 377
* Clk sinks at 38
* Int Pwr at 461 µW
* Combinational gate area at approximately 800 µm²
* DRT antenna net count at 0
* Worst-case vdd ir drop at 0.0675 mV
* Fraction of power spent switching nets at 0.264
* Post-route total power at 627 µW
* Fmax at 395 MHz
* CTS root buffer: sky130_fd_sc_hd__clkbuf_8
* DR iter-0 viols at ~77
* Core ar. at 9860 µm²
* Worst EP required at approximately 6 ns
* Cells in synth_stat.txt at 173
* Register Area at 951 µm²
* Number of OpenROAD warnings at 25
* TritonCTS clock tree: built
* Die Y-Extent at between 100 and 150 µm
* Proportion of power drawn by the clock network at 0.272
* Std-Cell Rows at 36
* Final standard cell area without fillers at 2750 µm²
* Hold violation total from the final report at 0
* Post-synthesis to final-layout area growth at 48.1%
* Combined area of all synthesized cells at 1850 µm²
* Worst hold-check path type: flip-flop to flip-flop
* Synth area leader: sky130_fd_sc_hd__dfrtp_1
* DRC errors left at 0
* Post-synthesis adder-cell area fraction at 0.00675
* Cell area reported after detailed placement at 2670 µm²
* Net switching power at 166 µW
* Status: finished clean
* Area fraction in mux cells at 0.173
* Critical Path Fanout Max at 75
* Number of distinct library cells after synthesis at 26
* Number of gates resized after cts at 0
* Clock skew at 0.00400 ns
* Number of antenna violations at the first check in global routing at 0
* Most common logic cells in the final layout: sky130_fd_sc_hd__clkdlybuf4s50_1 (70), sky130_fd_sc_hd__dfrtp_1 (38), sky130_fd_sc_hd__nand2_1 (36)
[routing by layer]
layer  global-route usage  wire [µm]  part of all wire
met4              0.00980         72             0.014
met5                    0          0                 0
met2                0.101       2220              0.44
met1               0.0977       2420              0.48
met3               0.0170        321             0.064
[critical path, cell delays in order]
cell and delay [ns]:
sky130_fd_sc_hd__buf_2 0.08, sky130_fd_sc_hd__buf_4 0.56, sky130_fd_sc_hd__nand2b_1 0.20, sky130_fd_sc_hd__or4_1 0.46, sky130_fd_sc_hd__a221oi_2 0.24
[path summary, 6_finish.rpt]
kind                                            start                     end  slack, ns  cells after the start
worst max-delay path                          i_start          done$_DFF_PN0_       3.37                      5
worst min-delay path            result[0]$_DFFE_PN0P_   result[0]$_DFFE_PN0P_       0.56                      2
worst max register to register    amount[0]$_DFF_PN0_   result[6]$_DFFE_PN0P_       4.07                      6
worst min register to register  result[0]$_DFFE_PN0P_   result[0]$_DFFE_PN0P_       0.56                      2
max in group asynchronous                     i_rst_n     amount[0]$_DFF_PN0_       4.45                      2
min in group asynchronous                     i_rst_n  result[26]$_DFFE_PN0P_       0.81                      1
[stage by stage]
stage | hold WS [ns] | utilization
after CTS | 0.563 | 0.278
final | 0.556 | 0.278
after global placement | 0.542 | 0.270
after detailed placement | 0.547 | 0.270
after global routing | 0.577 | 0.278
after floorplan | 0.494 | -
[layout make-up]
type | instances | area share
Timing Repair Buffer | 76 | 0.270
Clock buffer | 5 | 0.0251
Tap cell | 133 | 0.0606
Inverter | 2 | 0.00273
Clock inverter | 2 | 0.00364
Multi-Input combinational cell | 121 | 0.292
Sequential cell | 38 | 0.346
[cells in the mapped netlist]
master                     count
sky130_fd_sc_hd__a211o_1       1
sky130_fd_sc_hd__a21o_1        1
sky130_fd_sc_hd__a221oi_2      1
sky130_fd_sc_hd__and2_1        1
sky130_fd_sc_hd__buf_12        3
sky130_fd_sc_hd__buf_2         1
sky130_fd_sc_hd__buf_6         1
sky130_fd_sc_hd__clkbuf_1      7
sky130_fd_sc_hd__dfrtp_1      38
sky130_fd_sc_hd__ha_1          1
sky130_fd_sc_hd__inv_1         2
sky130_fd_sc_hd__mux2i_1      32
sky130_fd_sc_hd__nand2_1      36
sky130_fd_sc_hd__nand2b_1      2
sky130_fd_sc_hd__nor2b_1       1
sky130_fd_sc_hd__nor3_1        1
sky130_fd_sc_hd__nor3b_1       3
sky130_fd_sc_hd__nor4b_2       1
sky130_fd_sc_hd__o21a_1        1
sky130_fd_sc_hd__o21ai_0       5
sky130_fd_sc_hd__o21ai_1      27
sky130_fd_sc_hd__o21ai_2       1
sky130_fd_sc_hd__o21ba_2       1
sky130_fd_sc_hd__o31ai_1       1
sky130_fd_sc_hd__or4_1         2
sky130_fd_sc_hd__xnor2_1       2
[sequential cells by signal (all words and copies together), names as in the netlist]
signal / flops
done: 1
result: 32
amount: 5
[power by group through the flow]
| stage | Clock [µW] | Sequential, µW | Combinational (µW) |
|---|---|---|---|
| after CTS | 183 | 314 | 148 |
| after global routing | 194 | 319 | 162 |
| final | 170 | 313 | 144 |
[logic make-up after synthesis]
family / Yosys count
compound gates: 39
xor+xnor: 2
flops: 38
simple gates: 47
fa+ha+maj: 1
mux: 32
buf+inv: 14
Power figures rest on the tool's default switching activity, not on a simulated workload.
